==> /design/flow/design.v <==
module ReadWrite (
  input RE,
  input WR,
  input A0,
  input  [7:0] D,
  input CS,
  input [1:0]Read_command, 
  input [7:0]ISR,
  input [7:0]IMR,
  input [7:0]IRR,
  output [7:0]Data,
  output [3:0]ICW,
  output [2:0]OCW,
  input wire [7:0] Interrupt_Vector, 
  input wire IV_ready
);
  reg ICW1, ICW2, ICW3, ICW4,OCW1,OCW2,OCW3;
  reg READ, WRITE;
  reg [1:0] state = 2'b00;
  reg cascade;
  reg entertoicw4;
  reg [7:0]Data1;
  always @(*) begin
    WRITE = ~CS & ~WR;
    if (~WRITE) begin
      OCW1 = 0;
      OCW2 = 0;
      OCW3 = 0;
    end
  end
  always @(negedge WR) begin 
    ICW1 = 0;
    ICW2 = 0;
    ICW3 = 0;
    ICW4 = 0;
    OCW1 = 0;
    OCW2 = 0;
    OCW3 = 0;
    if (WRITE) begin
    case(state)  
      2'b00:
      begin
        ICW1 = ~A0 & D[4];
        if(ICW1)
          begin
            state=2'b01;
          end
        cascade = ICW1 & ~D[1];
        entertoicw4 = ICW1 & D[0];  
        OCW1=A0;
        OCW2=~A0&~D[3]&~D[4];
        OCW3=~A0&~D[7]&~D[4]&D[3];
      end
      2'b01:
       begin
        ICW2 = A0;
        if (cascade)
        begin 
          state=2'b10;
      end
      else if (entertoicw4)
      begin 
        state=2'b11;
      end
      else
        begin
          state=00;
          end
        end
      2'b10:
       begin
          ICW3 = A0;
          cascade = 1'b0;
          state=2'b11;
        end
      2'b11:
       begin
          ICW4 = A0;
          entertoicw4 = 1'b0;
          state=00;
        end
      endcase
    end
  end
  always @(negedge RE) 
  begin
    READ = ~CS & ~RE;
    if(READ)
        begin
          if(Read_command==2'b10 && ~A0)  
            begin
              Data1=IRR;
            end
             if(Read_command==2'b11 && ~A0)
            begin
              Data1=ISR;
            end
             if(A0)
            begin
              Data1=IMR;
            end
        end 
  end  
  assign Data = IV_ready? Interrupt_Vector: (~RE)? Data1 : 8'bzzzzzzzz;
  assign ICW[0]=ICW1;
  assign ICW[1]=ICW2;
  assign ICW[2]=ICW3;
  assign ICW[3]=ICW4;
  assign OCW[0]=OCW1;
  assign OCW[1]=OCW2;
  assign OCW[2]=OCW3;
endmodule
==> /design/flow/run.sh <==
#!/bin/bash
# OpenROAD 26Q1-2900-gdf79404cd8, Yosys 0.63+post, stock flow scripts
make -C /OpenROAD-flow-scripts/flow DESIGN_CONFIG=/design/flow/config.mk WORK_HOME=/design/flow/orfs finish
==> /design/flow/config.mk <==
export PLATFORM = sky130hd
export DESIGN_NAME = ReadWrite
export DESIGN_NICKNAME = ReadWrite
export VERILOG_FILES = /design/flow/design.v
export SDC_FILE = /design/flow/constraint.sdc
export NUM_CORES = 4
export LEC_CHECK = 1
export CORE_AREA = 10 10 85 85
export DIE_AREA = 0 0 95 95
==> /design/flow/constraint.sdc <==
current_design ReadWrite

set clk_period 2.0
set clk_io_pct 0.2

create_clock -name clk0 -period $clk_period [get_ports {RE}]
create_clock -name clk1 -period $clk_period [get_ports {WR}]

set non_clock_inputs [all_inputs -no_clocks]
set_input_delay [expr $clk_period * $clk_io_pct] -clock clk0 $non_clock_inputs
set_output_delay [expr $clk_period * $clk_io_pct] -clock clk0 [all_outputs]
==> results.sh <==
# flow metrics
export IMPL_critPathLaunchType="register"
export IMPL_wl_per_cell_um=14.3
export IMPL_drive_above_1_share=0.421
export IMPL_syn_inst=100
export IMPL_ios=62
export IMPL_path_clk_slew_ns=0.03
export IMPL_regArea_um2=442
export IMPL_skew_ns=0.0176
export IMPL_cts_tree="yes"
export IMPL_antennaDiodeCount=0
export IMPL_place_gp_congestion=0.834
export IMPL_first_global_vias=1467
export IMPL_hold_viol_final=0
export IMPL_topCellsByArea="edfxtp_1 (32%), o311ai_2 (12%), dfxtp_1 (7.1%)"
export IMPL_grt_max_degree=25
export IMPL_syn_to_final_growth_pct=101
export IMPL_synth_cells_most_frequent="edfxtp_1 (12), inv_1 (12), buf_4 (9), nand2_1 (9)"
export IMPL_path_class="reg2out"
export IMPL_finalMaxSlewViolations=0
export IMPL_critPathMaxFanout=1
export IMPL_num_vias=1124
export IMPL_met2_usage=0.111
export IMPL_dr_first_iter_drc_count=83
export IMPL_top_cell_area_share=0.320
export IMPL_fin_hold_ws_ns=0.529
export IMPL_numPortBuffers=52
export IMPL_fp_dieW_um=95
export IMPL_synth_top_cell_by_area="edfxtp_1"
export IMPL_synth_seq_share=0.392
export IMPL_fillers=519
export IMPL_async_reset_ff_frac=0
export IMPL_p_per_area_mw_per_mm2=1190
export IMPL_viasPerCell=4.21
export IMPL_drt_pass1_iter_count=4
export IMPL_core_region_area_mm2=0.00547
export IMPL_chipArea_mm2=0.00903
export IMPL_total_power_mw=2.70
export IMPL_ff_type="edfxtp_1"
export IMPL_fp_util=0.206
export IMPL_placed_cells=222
export IMPL_vdd_drop_max_mv=0.473
export IMPL_grt_busiest_layer="met2"
export IMPL_hold_class="clk2reg"
export IMPL_p_leak_nw=1.02
export IMPL_layoutNonFillerInstCount=267
export IMPL_grt_pass1_wl_um=6220
export IMPL_track_usage=0.0933
export IMPL_crit_start="Data1[7]"
export IMPL_avgSynthCellArea_um2=11.2
export IMPL_warning_count=45
export IMPL_grt_antenna_before_repair=0
export IMPL_ys_cells=100
export IMPL_grt_overflow_total=0
export IMPL_cp_end_kind="output pin"
export IMPL_drv_cap=0
export IMPL_hpwlAfterDp_um=2650
export IMPL_use_met1=0.0899
export IMPL_logic_area_um2=619
export IMPL_drc_errors=0
export IMPL_ys_types=26
export IMPL_syn_area_mm2=0.00112
export IMPL_synth_flops=16
export IMPL_num_rows=27
export IMPL_final_antenna_net_count=0
export IMPL_cp_arrival_ns=2.20
export IMPL_synth_edff_count=12
export IMPL_min_delay_start="WR"
export IMPL_required_ns=1.60
export IMPL_rsz0062_at_grt="yes"
export IMPL_die_y_um=95
export IMPL_grt_use_met3=0.110
export IMPL_drt_wl_total_um=3830
export IMPL_finalSetupViolations=12
export IMPL_yosys_area_mm2=0.00112
export IMPL_ys_warn_count=8
export IMPL_worst_slack_ns=-0.603
export IMPL_violations="negative setup slack"
export IMPL_status="finished, violations left"
==> routing by layer <==
layer / part of all wire / vias up / routed length, um
li1: - / 540 / -
met1: 0.40 / 499 / 1540
met2: 0.44 / 78 / 1700
met3: 0.13 / 7 / 516
met4: 0.019 / 0 / 71
met5: 0 / - / 0
==> layout make-up <==
| cell class | count | share of cell area |
|---|---|---|
| Tap cell | 72 | 0.0398 |
| Timing Repair Buffer | 63 | 0.266 |
| Inverter | 10 | 0.0166 |
| Clock buffer | 29 | 0.169 |
| Clock inverter | 17 | 0.0398 |
| Sequential cell | 16 | 0.195 |
| Multi-Input combinational cell | 60 | 0.273 |
==> through the flow <==
step | TNS [ns] | utilization | setup WS, ns | instance area (um2)
2_1_floorplan | -4.10 | - | -0.317 | 1200
3_3_place_gp | -20.55 | 0.322 | -0.706 | 1760
3_5_place_dp | -20.89 | 0.322 | -0.720 | 1760
4_1_cts | -5.50 | 0.406 | -0.604 | 2220
5_1_grt | -5.89 | 0.414 | -0.643 | 2260
6_report | -5.38 | 0.414 | -0.603 | 2260
==> power breakdown <==
group	switching, mW	total [mW]	leakage [nW]	internal (mW)
sequential	0.0554	0.553	0.143	0.498
clock	0.498	1.72	0.330	1.23
combinational	0.151	0.424	0.543	0.273
total	0.705	2.70	1.02	2.00
==> cells by family after synthesis <==
group / Yosys count / synth area share
compound gates: 12 / 0.150
buf+inv: 26 / 0.133
flops: 16 / 0.392
fa+ha+maj: 4 / 0.0445
simple gates: 33 / 0.197
other cells: 1 / 0.00333
mux: 8 / 0.0801
==> worst max-delay path: stages (launching register included) <==
cell	delay, ns
edfxtp_1	0.39
mux2_4	0.29
buf_6	0.11
==> what timing repair did <==
action                                  CTS  global route
endpoints found under the setup margin   44            14
gates resized                            66             8
cloned                                    0             0
pin swaps                                 2             0
hold buffers                              0             0
setup buffers                             1             0
==> placed cells by master (no fill, tap or decap), types with 3 or more instances in the layout <==
cell type        count
buf_2                7
buf_4                6
buf_6               12
clkbuf_8            27
clkdlybuf4s50_1     35
conb_1               3
dfxtp_1              3
edfxtp_1            12
ha_1                 4
inv_1               26
mux2_4               8
nand2_1              9
nand4b_1             8
nor3_1               3
o311ai_2             8
==> worst paths after layout <==
kind / endpoint / slack (ns) / cells past startpoint
max: Data[7] / -0.60 / 2
min: entertoicw4 / 0.53 / 6
max reg2reg: cascade / 0.32 / 5
min reg2reg: register / 0.57 / 1
max in group clk1: state[0] / 0.01 / 6
min in group clk0: Data1[0] / 0.69 / 8
==> state kept, by name (all words and copies together), names as in the netlist, named ones only <==
register / flops
ICW2: 1
Data1: 8
ICW4: 1
entertoicw4: 1
ICW1: 1
state: 1
ICW3: 1
cascade: 1
Power and IR drop assume default switching activity.
