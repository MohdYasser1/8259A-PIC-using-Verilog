File: flow/design.v
module priority_resolver(
    input wire [7:0] IR,  
    input wire [7:0] IM,  
    input wire [7:0] operation,  
    input wire INTA,  
    input wire AEOI,  
    input wire LTIM,  
    output wire INT,  
    output reg [2:0] INT_VEC,  
    output reg [7:0] ISR,  
    output reg [7:0] IRR,  
    output reg [7:0] IMR  
);
    localparam AUTOMATIC_ROTATING = 2'b10;
    localparam SPECIFIC_ROTATING = 2'b11;
    localparam NON_SPECIFIC_EOI = 3'b001;
    localparam SPECIFIC_EOI = 3'b011;
    reg [7:0] lvl_IRR = 0;
    reg [7:0] edg_IRR = 0;
    integer priority_counter = 0;
    integer pulses_counter = 0;
    integer last_acknowledged_interrupt = 0;
    integer i, n;
    assign INT = (IRR & ~IMR) ? 1 : 0;
    always @(IM) begin
        IMR <= IM;
    end
    always @(posedge IR[0]) begin
      edg_IRR[0] <= IR[0];
    end
    always @(posedge IR[1]) begin
      edg_IRR[1] <= IR[1];
    end
    always @(posedge IR[2]) begin
      edg_IRR[2] <= IR[2];
    end
    always @(posedge IR[3]) begin
      edg_IRR[3] <= IR[3];
    end
    always @(posedge IR[4]) begin
      edg_IRR[4] <= IR[4];
    end
    always @(posedge IR[5]) begin
      edg_IRR[5] <= IR[5];
    end
    always @(posedge IR[6]) begin
      edg_IRR[6] <= IR[6];
    end
    always @(posedge IR[7]) begin
      edg_IRR[7] <= IR[7];
    end
    always @ (IR) begin
      lvl_IRR <= IR;
    end
    always @(lvl_IRR or edg_IRR) begin
      if(LTIM == 1) 
        IRR <= lvl_IRR;
      else 
        IRR <= edg_IRR;
    end
    always @(operation) begin
        if(operation[7:5] == NON_SPECIFIC_EOI) begin
            ISR[last_acknowledged_interrupt] <= 0;
        end
        else if(operation[7:5] == SPECIFIC_EOI) begin
            ISR[operation[2:0]] <= 0;
        end 
    end
    always @(negedge INTA) begin
        pulses_counter = pulses_counter + 1;
        if (pulses_counter == 1) begin
            if (operation[7:6] == AUTOMATIC_ROTATING) begin 
                ISR[priority_counter] = 1;
                IRR[priority_counter] = 0;
                edg_IRR[priority_counter] = 0;
                lvl_IRR[priority_counter] = 0;
                last_acknowledged_interrupt = priority_counter;
                for(n = 0; n < 8; n = n + 1) begin
                  if(IRR[priority_counter] == 1)
                    n = 9;
                  else
                    priority_counter = (priority_counter + 1) % 8; 
                end
            end
            else if (operation[7:6] == SPECIFIC_ROTATING) begin
                priority_counter = (operation[2:0] + 1) % 8;
                for(n = 0; n < 8; n = n + 1) begin
                  if(IRR[priority_counter] == 1)
                    n = 9;
                  else
                    priority_counter = (priority_counter + 1) % 8; 
                end
                ISR[priority_counter] = 1;
                IRR[priority_counter] = 0;
                edg_IRR[priority_counter] = 0;
                lvl_IRR[priority_counter] = 0;
                last_acknowledged_interrupt = priority_counter;
                for(n = 0; n < 8; n = n + 1) begin
                  if(IRR[priority_counter] == 1)
                    n = 9;
                  else
                    priority_counter = (priority_counter + 1) % 8;
                end
            end
            else begin  
                for (i = 0; i < 8; i = i + 1) begin
                    if (IRR[i] == 1 && IMR[i] != 1) begin
                        ISR[i] = 1;
                        IRR[i] = 0;
                        edg_IRR[i] = 0;
                        lvl_IRR[i] = 0;
                        last_acknowledged_interrupt = i;
                        i = 8;
                    end
                end
            end
        end 
        else if (pulses_counter == 2) begin
            INT_VEC <= last_acknowledged_interrupt;
            if(AEOI == 1) begin
              ISR[last_acknowledged_interrupt] <= 0;
            end
            pulses_counter = 0;
        end    
    end
endmodule
File: flow/run.sh
#!/bin/bash
# OpenROAD 26Q1-2900-gdf79404cd8, Yosys 0.63+post, stock flow scripts
make -C /OpenROAD-flow-scripts/flow DESIGN_CONFIG=/design/flow/config.mk WORK_HOME=/design/flow/orfs finish
File: flow/config.mk
export PLATFORM = sky130hd
export DESIGN_NAME = priority_resolver
export DESIGN_NICKNAME = priority_resolver
export VERILOG_FILES = /design/flow/design.v
export SDC_FILE = /design/flow/constraint.sdc
export NUM_CORES = 4
export LEC_CHECK = 1
export CORE_UTILIZATION = 40
File: flow/constraint.sdc
current_design priority_resolver

set clk_period 30.5
set clk_io_pct 0.2

create_clock -name clk0 -period $clk_period [get_ports {INTA}]
create_clock -name clk1 -period $clk_period [get_ports {IR}]

set non_clock_inputs [all_inputs -no_clocks]
set_input_delay [expr $clk_period * $clk_io_pct] -clock clk0 $non_clock_inputs
set_output_delay [expr $clk_period * $clk_io_pct] -clock clk0 [all_outputs]
==> flow_metrics.env <==
# yosys + openroad results
export IMPL_largest_area_cell="sky130_fd_sc_hd__edfxtp_1"
export IMPL_synth_seq_cells=102
export IMPL_postSynthSeqShare_pct=20.8
export IMPL_toolErrorMsg="ERROR: Found 24 problems in 'check -assert'."
export IMPL_synth_yosys_num_cells=1577
export IMPL_fraction_of_registers_with_async_set_reset_pct=0
export IMPL_run_status="stopped before the end"
export IMPL_haltStage="synthesis"
export IMPL_dominantRegCellSynth="sky130_fd_sc_hd__edfxtp_1"
export IMPL_synth_edff_count=62
export IMPL_distinct_cell_type_count_of_the_synthesized_netlist=128
export IMPL_yosys_warnings=1
export IMPL_ys_top_cells_by_count="137 x sky130_fd_sc_hd__nand2_1, 134 x sky130_fd_sc_hd__nor2_1, 78 x sky130_fd_sc_hd__a21oi_1"
export IMPL_yosys_stat_chipArea_um2=12800
export IMPL_topCellsByArea="sky130_fd_sc_hd__edfxtp_1 15%, sky130_fd_sc_hd__dfxtp_1 6.3%, sky130_fd_sc_hd__mux4_2 4.6%"
export IMPL_synthDominantCellAreaShare_pct=14.6
export IMPL_most_common_cell="sky130_fd_sc_hd__nand2_1"
[kinds of logic after synthesis]
family                   synth area share, %
AND/OR/NAND/NOR                         24.2
AND-OR/OR-AND                           27.4
buffers and inverters                   6.53
multiplexers                            12.3
flip-flops                              20.8
XOR/XNOR                                4.88
adder cells (fa/ha/maj)                 3.82
other                                 0.0293
